**/design/flow/config.mk**
```make
export PLATFORM = sky130hd
export DESIGN_NAME = top
export DESIGN_NICKNAME = top
export VERILOG_FILES = /design/flow/design.v
export SDC_FILE = /design/flow/constraint.sdc
export NUM_CORES = 4
export LEC_CHECK = 1
export CORE_UTILIZATION = 30
```
**/design/flow/constraint.sdc**
```tcl
current_design top

set clk_period 3.5
set clk_io_pct 0.2

create_clock -name clk0 -period $clk_period [get_ports {clk_in}]

set non_clock_inputs [all_inputs -no_clocks]
set_input_delay [expr $clk_period * $clk_io_pct] -clock clk0 $non_clock_inputs
set_output_delay [expr $clk_period * $clk_io_pct] -clock clk0 [all_outputs]
```
**/design/flow/design.v**
```verilog
module top (
    input  logic clk_in    ,
    input  logic rst_n_in  ,
    output logic ws2812_out 
);
logic [23:0] grb_code            ;
logic        grb_code_valid      ;
logic        counter             ;
logic         code               ; 
logic         code_valid         ; 
logic         driver_ready       ;
logic         oneled_ready       ;
always_ff @ ( posedge clk_in or negedge rst_n_in)begin
    if( !rst_n_in ) begin
        grb_code <= 24'b0;
        grb_code_valid <= 1'b0;
        counter <= 1'b0;
    end else if( counter == 1'b0) begin
        grb_code <= {8'd255,8'd0,8'd0};
        grb_code_valid <=  1'b1;   
        counter <= 1'b1;
    end else begin
        grb_code <= grb_code;
        grb_code_valid <=  1'b0;   
        counter <= counter;
    end
end
ws2812_driver ws2812_driver_inst(
    .clk_in       (clk_in       ),
    .rst_n_in     (rst_n_in     ),
    .code_in      (code         ),
    .code_in_valid(code_valid   ),
    .ws2812_out   (ws2812_out   ),
    .ready_out    (driver_ready )
);
ws2812_oneled ws2812_oneled_inst (
    .clk_in         (clk_in      ),
    .rst_n_in       (rst_n_in    ),
    .grb_in         (grb_code      ),
    .grb_in_valid   (grb_code_valid),
    .driver_ready_in(driver_ready),
    .code_out       (code        ),
    .code_out_valid (code_valid  ),
    .ready_out      (oneled_ready)
);
endmodule
module ws2812_driver # (
    parameter V_0_HIGH    =   8'd3 ,
    parameter V_0_LOW     =   8'd3 ,
    parameter V_1_HIGH    =   8'd3 ,
    parameter V_1_LOW     =   8'd3 ,
    parameter COUNTER_W   =   8'd10
)(
    input  logic  clk_in       ,
    input  logic  rst_n_in     ,
    input  logic  code_in      ,
    input  logic  code_in_valid,
    output logic  ws2812_out   ,
    output logic  ready_out  
);
logic [COUNTER_W-1:0] counter;
typedef enum {  
    S_OUT_IDLE ,
    S_OUT_HIGH ,
    S_OUT_LOW
} ws2812_e;
ws2812_e curr_state;
ws2812_e next_state;
logic    code_in_reg      ;
always_ff@(posedge clk_in or negedge rst_n_in) begin
    if( !rst_n_in ) begin
        code_in_reg <= 1'b0;
    end else if(code_in_valid && ready_out ) begin 
        code_in_reg <= code_in;
    end else begin
        code_in_reg <= code_in_reg;
    end
end
always_ff @(posedge clk_in or negedge rst_n_in ) begin
    if( !rst_n_in ) begin
        curr_state <= S_OUT_IDLE;
    end else begin
        curr_state <= next_state;
    end
end
always_comb begin
    if( !rst_n_in ) begin
        next_state = S_OUT_IDLE;
    end else begin
        case(curr_state) 
        S_OUT_IDLE : begin  
            if( code_in_valid == 1'b1 && ready_out == 1'b1) begin
                next_state = S_OUT_HIGH;
            end else begin
                next_state = S_OUT_IDLE;
            end
        end
        S_OUT_HIGH : begin
            if( ( (code_in_reg == 1'b0)&& (counter == V_0_HIGH -1'b1) ) || ( (code_in_reg == 1'b1)&& (counter == V_1_HIGH -1'b1) ) ) begin
                next_state = S_OUT_LOW;
            end else begin
                next_state = S_OUT_HIGH;
            end
        end
        S_OUT_LOW  : begin
            if( ( (code_in_reg == 1'b0)&& (counter == V_0_LOW -1'b1) ) || ( (code_in_reg == 1'b1)&& (counter == V_1_LOW -1'b1) ) ) begin
                next_state = S_OUT_IDLE;
            end else begin
                next_state = S_OUT_LOW;
            end
        end
        default: begin
            next_state = S_OUT_IDLE;
        end
        endcase
    end
end
assign ready_out = (curr_state == S_OUT_IDLE )? 1'b1 : 1'b0;
always_ff @(posedge clk_in or negedge rst_n_in) begin
    if( !rst_n_in ) begin
        ws2812_out <= 1'b0;
        counter    <= 'b0 ;
    end else begin
        case( curr_state )
        S_OUT_IDLE : begin
            ws2812_out <= 1'b0;
            counter    <= 'b0;
        end
        S_OUT_HIGH : begin
            ws2812_out <= 1'b1;
            if( (code_in_reg == 1'b0) && (counter == V_0_HIGH-1'b1 ) ) begin
                counter <= 'b0;
            end else if( (code_in_reg == 1'b1) && (counter == V_1_HIGH-1'b1 ) ) begin
                counter <= 'b0;
            end else begin
                counter <= counter + 1'b1;
            end
        end
        S_OUT_LOW  : begin
            ws2812_out <= 1'b0;
            if( (code_in_reg == 1'b0) && (counter == V_0_LOW-1'b1 ) ) begin
                counter <= 'b0;
            end else if( (code_in_reg == 1'b1) && (counter == V_1_LOW-1'b1 ) ) begin
                counter <= 'b0;
            end else begin
                counter <= counter + 1'b1;
            end
        end
        default: begin
            ws2812_out <= 1'b0;
            counter    <= 'b0 ;
        end
        endcase
    end
end
endmodule
module ws2812_oneled (
    input  logic         clk_in         ,
    input  logic         rst_n_in       ,
    input  logic [23:0]  grb_in         ,
    input  logic         grb_in_valid   ,
    input  logic         driver_ready_in,
    output logic         code_out       ,
    output logic         code_out_valid ,
    output logic         ready_out     
);
typedef enum {
    s_idle   ,
    s_wait   ,
    s_start  ,
    s_iter   
} state_e;
state_e curr_state           ;
state_e next_state           ;
logic [23:0] grb_in_reg      ;
logic [4:0]  iter            ;
always_ff @(posedge clk_in or negedge rst_n_in ) begin
    if( !rst_n_in ) begin
        grb_in_reg <= 'b0;
    end else if( grb_in_valid ) begin
        grb_in_reg <= grb_in;
    end else begin
        grb_in_reg <= grb_in_reg;
    end
end
always_ff @( posedge clk_in or negedge rst_n_in ) begin
    if( !rst_n_in ) begin
        curr_state <= s_idle;
    end else begin
        curr_state <= next_state;
    end
end
always_comb begin
    if( !rst_n_in ) begin
        next_state = s_idle;
    end else begin
        case( curr_state ) 
        s_idle : begin
            if( grb_in_valid == 1'b1 && ready_out == 1'b1) begin
                next_state = s_wait;
            end  else begin
                next_state = s_idle;
            end
        end
        s_wait : begin
            if( driver_ready_in == 1'b1 ) begin
                next_state = s_start;
            end else begin
                next_state = s_wait;
            end
        end
        s_start: begin
            next_state = s_iter;
        end
        s_iter : begin
            if( iter > 5'd0 ) begin
                next_state = s_wait;
            end else if( iter == 5'd0 && driver_ready_in == 1'b1 ) begin
                next_state = s_idle;
            end else begin
                next_state = s_iter;
            end
        end
        default: begin
            next_state = s_idle;
        end
        endcase
    end
end
assign ready_out = (curr_state == s_idle) ? 1'b1:1'b0;
always_ff @( posedge clk_in or negedge rst_n_in ) begin
    if( !rst_n_in ) begin
        iter <= 5'd23;
    end else begin
        iter <= iter;
        case(curr_state) 
        s_idle : begin
            iter <= 5'd23;
        end
        s_wait : begin
        end
        s_start: begin
        end
        s_iter : begin
            if( iter > 5'd0 ) begin
                iter <= iter - 1'b1;
            end else if( iter == 5'd0 && driver_ready_in == 1'b1 ) begin
                iter <= 5'd23;
            end else begin
                iter <= iter;
            end
        end
        default: begin
        end
        endcase
    end
end
always_comb begin
    if( !rst_n_in ) begin
        code_out = 1'b0;
        code_out_valid = 1'b0;
    end else if( curr_state == s_start ) begin
        code_out = grb_in_reg[iter];
        code_out_valid = 1'b1;
    end else begin
        code_out = 1'b0;
        code_out_valid = 1'b0;
    end
end
endmodule
```
**/design/flow/run.sh**
```bash
#!/bin/bash
# OpenROAD 26Q1-2900-gdf79404cd8, Yosys 0.63+post, stock flow scripts
make -C /OpenROAD-flow-scripts/flow DESIGN_CONFIG=/design/flow/config.mk WORK_HOME=/design/flow/orfs finish
```
==> GITHUB_STEP_SUMMARY <==
## Synthesis and layout report

| Metric | Value |
|---|---|
| Status | `finished, final reports clean` |
| First-pass GRT wire length | `3408 um` |
| CTS clock-pin slew for the worst setup and hold paths | `80 ps` |
| Worst Setup End Kind | `register` |
| Tcrit/Tclk final | `57.66%` |
| Fin Setup TNS | `0 ps` |
| RSZ-0062 raised after global routing | `no` |
| Cts hold-fix bufs | `0` |
| Top cell area share | `40.55%` |
| Post-CTS Setup Repair Bufs | `0` |
| Clock Path Buffers | `2` |
| Count of library flops with an enable pin | `0` |
| Slew at the pin with the worst max-slew slack | `746.8 ps` |
| P_int | `387.5 uW` |
| Leakage | `0.0005535 uW` |
| Stage-log warning count | `26` |
| Fin. Hold Viols | `0` |
| Fin. max-slew vios | `0` |
| GP Congestion | `0.7607` |
| Final instance area | `1305 sq um` |
| Critical path cell sequence | `clkdlybuf4s50_1, buf_4, a21boi_0` |
| Max-capacitance violation count | `0` |
| Psw | `112.0 uW` |
| Ys async rst share | `100.0%` |
| Switching Share | `22.42%` |
| Netlist cell types | `35` |
| Fill count | `360` |
| Chip area | `4162 sq um` |
| CP required | `3680 ps` |
| Crit start category | `input port` |
| Area Growth Syn to Fin | `11.31%` |
| Cell Area, Synth | `1172 sq um` |
| Hold_sp | `counter$_DFF_PN0_` |
| Cell count listed in synth_stat.txt | `109` |
| Slowest CP cell | `clkdlybuf4s50_1` |
| Std cell rows | `22` |
| Achievable clock frequency | `495.6 MHz` |
| Die Y | `64.52 um` |
| GRT Total Usage | `10.66%` |
| Min-Delay Path Class | `reg2reg` |
| # setup viols final | `0` |
| IO Port Bufs | `2` |
| Clk pwr share | `34.4%` |
| CTS resizes | `0` |
| FF-to-FF setup slack | `1730 ps` |
| Post-route clock skew | `7.047 ps` |
| TritonCTS Sinks | `25` |
| Cell Pwr Density | `382.7 nW/um^2` |
| Main area contributors | `dfrtp_1 41%, dfstp_2 13%, nand3_1 3.8%` |
| Final min period | `2018 ps` |
| Placed inst area | `1256 sq um` |
| Routed vias/inst | `4.902` |
| Antenna cell count | `0` |
| Pre-antenna DRT Iters | `4` |
| Detailed-route wire length per cell | `11.60 um` |
| Cell family with most CP delay | `buffers and inverters` |
| Syn Inst Count | `109` |
| Synth Warn # | `3` |
| Clock latency (worst-skew pair) | `270 ps` |
| H-tree depth | `1` |
| Count leader, synth | `dfrtp_1` |
| Core ar. | `3716 sq um` |
| WS Path Type | `in2reg` |
| Post-synth regs | `25` |
| Drt drc | `0` |
| HPWL Detailed | `1353 um` |
| CP max FO | `19` |
| Vias in the first global route | `789` |
| I/O pin total | `3` |
| Max incr delay on CP | `950 ps` |
| GRT overflow | `0` |
| Peak supply drop | `0.2203 mV` |
| Pin count of the biggest net entering global routing | `20` |
| Worst slew margin | `50.06%` |
| Critical path arrival | `2200 ps` |
| Chip Width | `64.52 um` |
| DR iter-0 viols | `50` |
| Comb pwr share | `4.8%` |
| Total CTS buffers | `3` |
| Share of cells above drive strength 1 | `16.52%` |
| Initial antenna violation count | `0` |
| Synthesized area per cell | `10.76 sq um` |
| Fp_density | `31.55%` |
| Synth Seq Share | `54.00%` |
| Sequential power share | `60.7%` |
| CTS tree | `yes` |
| Root Driver | `clkbuf_8` |
| Post-synth top area cell | `dfrtp_1` |
| Chip Area, Yosys | `1172 sq um` |
| Buf/Inv on CP | `2` |
| Vias | `799` |
| Worst flop-to-flop path startpoint | `ws2812_driver_inst.counter[0]$_DFF_PN0_` |
| Top cells by count | `19 x dfrtp_1, 9 x nand3_1, 8 x nand2_1` |
| Drt total wl | `1891 um` |
| Antenna-violating nets left | `0` |
| Top_reg_cell synth | `dfrtp_1` |
| Crit path from | `rst_n_in` |
[sequential cells by signal, summed over array words and instances, names as in the netlist]
name,count
ws2812_driver_inst.counter,10
counter,1
ws2812_driver_inst.curr_state,3
ws2812_oneled_inst.curr_state,4
grb_code_valid,1
ws2812_driver_inst.ws2812_out,1
ws2812_oneled_inst.iter,5
[layout make-up]
| cell class | count | area [sq um] | share of cell area (%) |
|---|---|---|---|
| Clock buffer | 3 | 41.29 | 3.164 |
| Clock inverter | 1 | 7.507 | 0.5753 |
| Inverter | 5 | 18.77 | 1.438 |
| Multi-Input combinational cell | 78 | 516.7 | 39.60 |
| Sequential cell | 25 | 633.1 | 48.51 |
| Tap cell | 48 | 60.06 | 4.602 |
| Timing Repair Buffer | 3 | 27.53 | 2.109 |
[power by group through the flow]
| stage | Sequential (uW) | Combinational, uW | Clock, uW |
|---|---|---|---|
| 6_report | 303 | 24.0 | 172 |
| 5_1_grt | 305 | 28.7 | 191 |
| 4_1_cts | 304 | 24.9 | 181 |
[worst paths after layout]
path	end	depth (start not counted)
min	grb_code_valid$_DFF_PN0_	1
min reg2reg	grb_code_valid$_DFF_PN0_	1
min in group asynchronous	ws2812_driver_inst.curr_state[1]$_DFF_PN0_	1
max in group asynchronous	ws2812_oneled_inst.iter[0]$_DFFE_PN1P_	2
max	ws2812_oneled_inst.curr_state[2]$_DFF_PN0_	3
max reg2reg	ws2812_driver_inst.counter[4]$_DFF_PN0_	5
[per-layer routing]
metal | track usage, % | routed length [um]
met1 | 16.11 | 966
met2 | 16.84 | 870
met3 | 2.500 | 43
met4 | 0.5556 | 10
met5 | 0 | 0
[cells in the final DEF (no fill, tap or decap), drive strengths merged, types with 2 or more instances in the layout]
| master | instances |
|---|---|
| a21boi | 3 |
| a21oi | 6 |
| clkbuf | 3 |
| clkdlybuf4s50 | 2 |
| dfrtp | 19 |
| dfstp | 6 |
| ha | 3 |
| inv | 5 |
| mux2i | 2 |
| nand2 | 8 |
| nand2b | 2 |
| nand3 | 9 |
| nor2 | 7 |
| nor3 | 2 |
| o21ai | 6 |
| o31ai | 5 |
| or2 | 2 |
| or3 | 4 |
| or4 | 4 |
| xor2 | 2 |
[metrics by stage]
stage	hold WS [ps]	worst slack, ps	cells	util (%)	power [uW]
after global routing	407.9	1233	163	35.12	524.3
after floorplan	366.8	1903	109	-	319.7
after CTS	388.7	1422	163	35.12	509.9
final	387.7	1482	163	35.12	499.4
after detailed placement	377.1	1174	159	33.80	333.6
after global placement	376.6	1229	159	33.80	332.2
[logic make-up (layout without fill, tap and decap cells)]
group	after synthesis	in the layout	share of synthesized area [%]
AND-OR/OR-AND	25	25	14.94
AND/OR/NAND/NOR	43	43	20.70
adder cells (fa/ha/maj)	3	3	3.202
XOR/XNOR	3	3	2.242
flip-flops	25	25	54.00
multiplexers	3	3	2.668
other	1	1	0.3199
buffers and inverters	6	12	1.921
Power is estimated from default activity; no workload was simulated.
